File: design/flow/run.sh
#!/bin/bash
# OpenROAD 26Q1-2900-gdf79404cd8, Yosys 0.63+post, stock flow scripts
make -C /OpenROAD-flow-scripts/flow DESIGN_CONFIG=/design/flow/config.mk WORK_HOME=/design/flow/orfs finish
File: design/flow/config.mk
export PLATFORM = sky130hd
export DESIGN_NAME = pwm
export DESIGN_NICKNAME = pwm
export VERILOG_FILES = /design/flow/design.v
export SDC_FILE = /design/flow/constraint.sdc
export NUM_CORES = 4
export LEC_CHECK = 1
export CORE_UTILIZATION = 30
File: design/flow/constraint.sdc
current_design pwm

set clk_period 3.9
set clk_io_pct 0.2

create_clock -name clk0 -period $clk_period [get_ports {clk}]

set non_clock_inputs [all_inputs -no_clocks]
set_input_delay [expr $clk_period * $clk_io_pct] -clock clk0 $non_clock_inputs
set_output_delay [expr $clk_period * $clk_io_pct] -clock clk0 [all_outputs]
File: design/flow/design.v
`timescale 1ns / 1ps
module pwm(
input clk, rst, 
output reg dout
);
parameter period = 100;
integer count = 0;
integer ton   = 0;
reg ncyc      = 1'b0;
always@(posedge clk)
begin
     if(rst == 1'b1)
        begin
         count <= 0;
         ton   <= 0;
         ncyc  <= 1'b0;
        end   
     else 
       begin
            if(count <= ton) 
              begin
              count <= count + 1;
              dout  <= 1'b1;
              ncyc  <= 1'b0;
              end
            else if (count < period)
              begin
              count <= count + 1;
              dout <= 1'b0;
              ncyc <= 1'b0;
              end
            else
               begin
               ncyc  <= 1'b1;
               count <= 0;
               end
       end
end
always@(posedge clk)
begin
     if(rst == 1'b0) 
     begin 
             if(ncyc == 1'b1)
                begin
                    if(ton < period)
                       ton <= ton + 5;
                     else
                       ton <= 0;
                end
     end   
end
endmodule
==> changes_impl.md <==
### Physical design

* Worst Tran Pin Value at 0.8415 ns
* Setup violators final at 0
* Fin cells at 262
* Highest Clock Rate at 484.1 MHz
* GPL Wtd Cong at 0.7932
* H-Tree Depth at 2
* Largest cells by area: dfxtp_1 38%, a211oi_1 8.0%, o31ai_1 5.8%
* Max transition margin at 43.72%
* Deepest clock path buffer count at 2
* Area share, top type at 37.76%
* Cell type with the largest total area: dfxtp_1
* VDD IR-drop max at 0.0001635 V
* Routed WL per cell at 13.38 um
* Final hold vios at 0
* Grt ovf at 0
* Maxcap violations at 0
* Synthesized registers at 33
* Avg Cell Area, Syn at 8.930 um^2
* Netlist cell types at 33
* Outcome: complete, no violations
* Fin crit share at 52.97%
* Initial antenna violation count at 0
* WL final at 3505 um
* Fraction of layout cells with a size suffix above 1 at 6.316%
* IO Port Bufs at 2
* Die width at 77.20 um
* Comb area at 949.7 um^2
* Worst setup startpoint: rst
* Die area at 0.005960 mm^2
* Clock sink count at 33
* Die height at 77.20 um
* Root Buffer: clkbuf_8
* Detailed-route via count at 1,442
* Flop area at 670.6 um^2
* Post-DRT Antenna Nets at 0
* Sequential fraction of the synthesis area at 39.53%
* Pin count of the biggest net entering global routing at 26
* Mapped Area at 0.001697 mm^2
* DRC viols at 0
* Ant. Diodes at 0
* Clk latency late pin at 0.28 ns
* Clk_skew at 0.007224 ns
* CP Class: primary input to flop
* CTS tree: yes
* Post-cts hold buffer count at 0
* Initial DRC count at 75
* Cell Count Post-Placement at 254
* Yosys warning tally at 65
* Sum Neg Setup Slack at 0 ns
* Number of fillers in the final layout at 573
* PD cells at 338.6 mW/mm^2
* CP required at 4.09 ns
* Crit path arrival time at 2.26 ns
* Unrepaired setup endpoints after global routing: false
* Num CTS Buffers at 5
* Count of tool warnings at 26
* Fp_density at 31.00%
* Lkg Pwr at 0.0005452 uW
* Post-cts sizing count at 0
* Via density at 5.504
* Worst-path clk slew at 0.07 ns
* Most frequent cells in the layout: 32 x dfxtp_1, 18 x a211oi_1, 17 x nor3_1
* Max Fanout on Critical Path at 21
* Aggregate global-route resource usage at 12.89%
* CP startpoint kind: primary input
* Rows at 27
* Placeable Area at 0.005473 mm^2
* HPWL after DPL at 2333 um
* Setup crit end kind: flop
* Minimum clock period at 2.066 ns
* First-pass GRT wire length at 6203 um
* Hold wc startpoint: count[30]
* Yosys Chip Area at 0.001697 mm^2
* Reg2reg start: count[0]
* Initial DRT Pass Iterations at 4
* Worst min path class: flop to flop
* Yosys Instances at 190
* Top cell excl fill/tap: dfxtp_1
* Vias in the first global route at 1,275
* Boundary Pins at 3
* Max-slew violation count at 0
* Fin util at 33.81%
* Post-CTS setup buffer count at 0
* Post-Synthesis Cells at 190
* Syn-to-layout area delta at 9.071%
## synthesized netlist by cell type
| master | number |
|---|---|
| a211oi_1 | 18 |
| and2_1 | 2 |
| and3_1 | 4 |
| and3_4 | 1 |
| and4_1 | 3 |
| buf_2 | 1 |
| buf_4 | 2 |
| buf_6 | 1 |
| clkbuf_1 | 8 |
| dfxtp_1 | 32 |
| edfxtp_1 | 1 |
| ha_1 | 2 |
| inv_1 | 4 |
| nand2_1 | 13 |
| nand3_1 | 11 |
| nand3_2 | 1 |
| nand4_1 | 8 |
| nand4_2 | 1 |
| nand4_4 | 1 |
| nor2_1 | 4 |
| nor3_1 | 17 |
| nor3b_1 | 1 |
| nor4_1 | 6 |
| o21ai_0 | 3 |
| o31a_1 | 1 |
| o31ai_1 | 13 |
| o41ai_1 | 2 |
| or3_1 | 3 |
| or3b_1 | 1 |
| or4_1 | 12 |
| or4b_1 | 1 |
| xnor2_1 | 4 |
| xor2_1 | 8 |
## power by group
part           leakage [uW]  internal (uW)  switching [uW]
combinational      0.000232           8.03            9.67
clock             0.0000455            144             119
sequential         0.000268            343            3.49
## sequential cells by signal, indices dropped and copies added, names as in the netlist
| name | cells |
|---|---|
| dout | 1 |
| count | 32 |
## cell families after synthesis
family,share of synthesized area [%]
AOI/OAI and AO/OA,16.15
adders and majority gates,1.475
and+or+nand+nor,32.15
DFF,39.53
xor gates and xnor gates,6.195
buffers and inverters,4.498
## worst paths after layout
kind | endpoint | slack [ns] | depth (start not counted)
worst max-delay path | count[16] | 1.83 | 3
worst min-delay path | count[31] | 0.49 | 1
worst max register to register | count[28] | 1.95 | 5
worst min register to register | count[31] | 0.49 | 1
## worst max-delay path, cell delays in order
cell and delay, ns:
clkdlybuf4s50_1 0.84, buf_4 0.40, a211oi_1 0.23
## stage by stage
stage          power (uW)  setup WS (ns)  cell area [um^2]  hold slack, ns
2_1_floorplan       365.1          2.209              1697          0.4501
3_3_place_gp        371.9          1.579              1760          0.4875
3_5_place_dp        372.0          1.576              1760          0.4898
4_1_cts             636.1          1.869              1851          0.4974
5_1_grt             649.8          1.701              1851          0.5250
6_report            626.6          1.834              1851          0.4877
## routing by layer
metal / vias to the layer above / global-route usage (%) / routed length, um
met3: 5 / 2.177 / 170
met5: - / 0 / 0
met4: 0 / 1.321 / 24
li1: 743 / - / -
met2: 32 / 17.79 / 1486
met1: 662 / 21.60 / 1824
## final cells by class
cell class | count | share of cell area [%]
Multi-Input combinational cell | 141 | 51.32
Inverter | 4 | 0.8114
Tap cell | 72 | 4.868
Clock buffer | 8 | 4.868
Timing Repair Buffer | 4 | 1.893
Sequential cell | 33 | 36.24
Power is estimated from default activity; no workload was simulated.
