$ cat run.sh
#!/bin/bash
# OpenROAD 26Q1-2900-gdf79404cd8, Yosys 0.63+post, stock flow scripts
make -C /OpenROAD-flow-scripts/flow DESIGN_CONFIG=/design/flow/config.mk WORK_HOME=/design/flow/orfs finish
$ cat config.mk
export PLATFORM = sky130hd
export DESIGN_NAME = pwm_mintomin
export DESIGN_NICKNAME = pwm_mintomin
export VERILOG_FILES = /design/flow/design.v
export SDC_FILE = /design/flow/constraint.sdc
export NUM_CORES = 4
export LEC_CHECK = 1
export CORE_UTILIZATION = 30
$ cat constraint.sdc
current_design pwm_mintomin

set clk_period 6.4
set clk_io_pct 0.2

create_clock -name clk0 -period $clk_period [get_ports {clk}]

set non_clock_inputs [all_inputs -no_clocks]
set_input_delay [expr $clk_period * $clk_io_pct] -clock clk0 $non_clock_inputs
set_output_delay [expr $clk_period * $clk_io_pct] -clock clk0 [all_outputs]
$ cat design.v
`timescale 1ns / 1ps
module pwm_mintomin(
input clk, rst,
output reg dout
);
parameter period = 100;
integer count = 0;
integer a = 0;
integer ton = 0;
reg ncyc = 1'b0;
always@(posedge clk)
begin
if(rst == 1'b1)
begin
count <= 0;
ton <= 0;
ncyc <= 1'b0;
end
else
begin
if(count <= ton)
begin
count <= count + 1;
dout <= 1'b1;
ncyc <= 1'b0;
end
else if (count < period)
begin
count <= count + 1;
dout <= 1'b0;
ncyc <= 1'b0;
end
else
begin
ncyc <= 1'b1;
count <= 0;
end
end
end
always@(posedge clk)
begin
if(rst == 1'b0)
begin
if(ncyc == 1'b1)
begin
if(ton < period && a == 0)
ton <= ton + 5;
else if (ton == period)
begin
a <= 1;
ton <= ton - 5;
end
else if (ton == 0)
a <= 0;
else if (ton < period)
ton <= ton - 5;
end
end
end
endmodule
==> results.txt <==
Physical implementation.

- The flow reports an fmax of 430 MHz.
- The leakage component of the power was reported as between 0.0005 and 0.0006 uW.
- The skew report gives the latency at the later pin of the worst-skew pair as 280 ps.
- Setup repair after global routing left no endpoint under its margin.
- The sequential fraction of the synthesis area is between 30% and 40%.
- The number of max-cap violations is 0.
- The combinational power share is 2.8%.
- Endpoints with negative setup slack in the final report add up to 0.
- The number of slew-limit violations in the final report is 0.
- Clock tree synthesis selected as its root buffer the cell sky130_fd_sc_hd__clkbuf_8.
- 0 antenna diodes ended up in the layout.
- The worst slack on hold paths is 488 ps.
- The initial antenna violation count is 0.
- Sequential cells account for 55.4% of the total power.
- The number of warnings printed during yosys synthesis is 65.
- In the final layout, the fill cell count is 575.
- The average via count per standard cell is about 5.4.
- The mapped cell area is roughly 1700 sq um.
- Per the synth log, the flip-flop and latch total comes to 33.
- The CTS tree is done.
- STA puts the critical path data required time at 5120 ps.
- The CTS buffer count is 5.
- The share of the clock period used by the worst path is 36.3%.
- The slowest stage of the critical path is the sky130_fd_sc_hd__clkdlybuf4s50_1 cell.
- The flow reported a cell area power density of 206 nW/um^2.
- The library cells used most frequently in the layout, excluding fill and tap cells, are sky130_fd_sc_hd__dfxtp_1, sky130_fd_sc_hd__a211oi_1, sky130_fd_sc_hd__nor3_1, sky130_fd_sc_hd__o31ai_1, sky130_fd_sc_hd__nand2_1.
- Per the detail_route report, the via count comes to 1410.
- The type of the worst min-delay path is register to register.
- The script computed the net switching share of total power as 21.0%.
- The startpoint type of the worst setup path is a register.
- The post-CTS clock slew at the launch and capture registers of the worst setup and hold paths is 70 ps.
- The maximum number of pins on one net before global-route repair is 34.
- The post-detailed-route count of antenna-violating nets is 0.
- TritonRoute output was used to compute an average wire per cell of 13.7 um.
- In this run, the number of DRC markers left after iteration 0 of detailed routing was 88.
- The worst supply voltage drop on vdd is around 0.07 mV.
- The tree built by TritonCTS fans out to 33 sinks.
- The net switching component of the power is 80.1 uW.
- The worst setup path is captured at a primary output.
- The max-slew headroom at the worst pin is 72.0%.
- The count of buffers added on input and output ports is 2.
- Looking at the power breakdown, the clock network takes 41.8% of the total.
- The sequential cells in the finished layout cover a total of 671 sq um.
- The total area of multi-input combinational cells is between 900 and 1000 sq um.
- The wire length of the first global-routing pass is around 6.3 mm.
- The post-synthesis cell count from yosys is 190.
- According to the timing report, the arrival time at the worst endpoint equals approximately 1100 ps.
- The family of cells with the greatest summed delay on the critical path is buffers and inverters.
- The number of post-CTS setup repair buffers is 0.
- Cell internal power was estimated by the tool at 302 uW.
- The half-perimeter wire length after detailed placement is 2.30 mm.
- The horizontal die size is 77.2 um.
- The maximum clock skew at final layout is ~7.7 ps.
- For reference, the most critical setup path is categorized as register to primary output.
- According to the floorplan log, the row count is 27.
- The total wirelength of the detailed-routed design is 3.60 mm.
- The tool warning count for the run is 26.
- At the end of routability-driven placement, the weighted congestion stood at 0.794.
- Post-synthesis, Yosys gives the total cell area as 1700 sq um.
- Summed over all layers, the global routing overflow is 0.
- The pin closest to its max-slew limit shows a slew of 416 ps.
- The area growth from synthesis to layout is 9.07%.
- The time the worst path needs with I/O delays and setup is 2330 ps.
- Before placement the cells fill 31.0% of the core.
- The number of search-and-repair iterations in the first detailed-routing pass is 5.
- The average size of a mapped cell is 8.93 sq um.
- The quantity of hold-fixing buffers added after cts is 0.
- The area of the chip is 5960 sq um.
- The global-route usage over all layers is roughly an eighth.
- Counting every instance in the synthesized netlist gives 190.
- For reference, the critical path cell chain is clkdlybuf4s50_1.
- The floorplan report gives the top-level pin count as 3.
- The library cell used most frequently in the layout, excluding fill and tap cells, is sky130_fd_sc_hd__dfxtp_1.
- The maximum single-stage delay on the critical path is 440 ps.
- The final-report hold violation count is 0.
- The region available for standard cell placement spans 5470 sq um.
- The maximum number of buffers from clock root to sink is 2.
- The flow ran to the end, and the final reports show no timing, DRC or antenna violations.
- The number of library cell types mapped by synthesis is 33.
- For the final routed database, the setup TNS stands at 0 ps.
- The final routed DRC violation total is 0.
- The H-tree depth is 2.
- The combined buffer and inverter count along the critical path is 1.
- The number of global-route vias before repair is 1332.
- Per the final layout report, the fraction of cells sized above drive strength 1 comes to approximately 6.3%.
- Along the worst path, the maximum fanout reaches 1.
- The report lists the number of cells resized after CTS as 0.
- The vertical extent of the die is 77.2 um.
==> area by class of cell <==
type / count / share of cell area (%)
Multi-Input combinational cell: 141 / 51.3
Sequential cell: 33 / 36.2
Clock buffer: 8 / 4.87
Tap cell: 72 / 4.87
Timing Repair Buffer: 4 / 1.89
Inverter: 4 / 0.811
==> power by group through the flow <==
stage	Combinational, uW	Clock [uW]	Sequential, uW
final	10.8	160	211
after CTS	11.0	167	211
after global routing	12.5	176	212
==> stage by stage <==
step	std cells	utilization (%)	total power (uW)	cell area (sq um)	setup slack, ps
floorplan	190	-	223	1700	4330
global placement	254	32.2	227	1760	3960
detailed placement	254	32.2	227	1760	3960
CTS	262	33.8	389	1850	4060
global route	262	33.8	400	1850	4030
finish	262	33.8	382	1850	4070
==> kinds of logic after synthesis <==
| family | count (synthesis) | synth area share (%) |
|---|---|---|
| flops | 33 | 39.5 |
| simple gates | 90 | 32.2 |
| buf+inv | 16 | 4.50 |
| fa+ha+maj | 2 | 1.47 |
| compound gates | 37 | 16.2 |
| xor+xnor | 12 | 6.19 |
==> layer usage <==
layer / track usage [%] / up-vias / wire length (um)
met5: 0 / - / 0
met4: 1.89 / 0 / 20
met3: 2.18 / 3 / 80
met2: 19.2 / 13 / 1550
met1: 21.0 / 657 / 1950
li1: - / 737 / -
==> path summary, 6_finish.rpt <==
check             slack, ps   endpoint  cells after the start       from
setup reg to reg       4400  count[20]                      5   count[0]
hold / removal          490  count[31]                      1  count[30]
hold reg to reg         490  count[31]                      1  count[30]
setup / recovery       4070       dout                      1       dout
==> Yosys cell counts (all sizes together) <==
cell type  number  area share, %
o21ai           3           0.88
nor2            4           0.88
and3            5            2.1
or4            12            5.3
and4            3            1.5
nand2          13            2.9
nor3b           1           0.44
inv             4           0.88
nor4            6            2.2
ha              2            1.5
clkbuf          8            1.8
or4b            1           0.59
edfxtp          1            1.8
o41ai           2            1.0
nor3           17            5.0
or3             3            1.1
xor2            8            4.1
buf             4            1.8
o31a            1           0.52
o31ai          13            5.8
a211oi         18            8.0
or3b            1           0.52
xnor2           4            2.1
nand4          10            4.9
nand3          12            3.8
and2            2           0.74
dfxtp          32             38
==> sequential cells by signal, indices dropped and copies added, names as in the netlist <==
register  count
count        32
dout          1
Power is estimated from default activity; no workload was simulated.
